==> design.v <==
module adder4bit_struc (S,cout,A,B,cin);
input [3:0]A,B;
input cin;
output [3:0]S;
output cout;
wire c1,c2,c3;
fa_struc FA0 (S[0],c1,A[0],B[0],cin);
fa_struc FA1 (S[1],c2,A[1],B[1],c1);
fa_struc FA2 (S[2],c3,A[2],B[2],c2);
fa_struc FA3 (S[3],cout,A[3],B[3],c3);
endmodule
module alu16bit_struc (X,Y,Z,Sign,Zero,Carry,Parity,Overflow);
input [15:0]X,Y;
output [15:0]Z;
output Sign,Zero,Carry,Parity,Overflow;
assign Sign = Z[15];
assign Zero = ~|Z;
assign Parity = ~^Z;
assign Overflow = (X[15]&Y[15]&~Z[15])|(~X[15]&~Y[15]&Z[15]);
wire [3:1]c;
adder4bit_struc A0 (Z[3:0],c[1],X[3:0],Y[3:0],1'b0);
adder4bit_struc A1 (Z[7:4],c[2],X[7:4],Y[7:4],c[1]);
adder4bit_struc A2 (Z[11:8],c[3],X[11:8],Y[11:8],c[2]);
adder4bit_struc A3 (Z[15:12],Carry,X[15:12],Y[15:12],c[3]);
endmodule
module fa_struc (s,cout,a,b,c);
input a,b,c;
output s,cout;
wire s1,c1,c2;
xor G1 (s1,a,b), G2 (s,s1,c), G3 (cout,c2,c1);
and G4 (c1,a,b), G5 (c2,s1,c);
endmodule
==> run.sh <==
#!/bin/bash
# OpenROAD 26Q1-2900-gdf79404cd8, Yosys 0.63+post, stock flow scripts
make -C /OpenROAD-flow-scripts/flow DESIGN_CONFIG=/design/flow/config.mk WORK_HOME=/design/flow/orfs finish
==> config.mk <==
export PLATFORM = sky130hd
export DESIGN_NAME = alu16bit_struc
export DESIGN_NICKNAME = alu16bit_struc
export VERILOG_FILES = /design/flow/design.v
export SDC_FILE = /design/flow/constraint.sdc
export NUM_CORES = 4
export LEC_CHECK = 1
export CORE_AREA = 10 10 73 73
export DIE_AREA = 0 0 83 83
==> constraint.sdc <==
current_design alu16bit_struc

set clk_period 20.2
set clk_io_pct 0.2

create_clock -name clk0 -period $clk_period

set non_clock_inputs [all_inputs -no_clocks]
set_input_delay [expr $clk_period * $clk_io_pct] -clock clk0 $non_clock_inputs
set_output_delay [expr $clk_period * $clk_io_pct] -clock clk0 [all_outputs]
==> impl_report.txt <==
PHYSICAL IMPLEMENTATION REPORT
----------------------------------------------------
[Floorplan]
  Die boundary width ........................ 83 um
  Core area ........................ roughly 3700 um^2
  I/O pins ........................ 53
  Initial standard-cell utilization of the core ........................ between 20% and 30%
  Number of placement rows ........................ 22
  Die H ........................ roughly 83 um
  DIE AREA ........................ a little under 7000 um^2

[Routing]
  Total via count after detailed routing ........................ roughly 620
  Average wire length per cell after detail routing ........................ approximately 11 um
  Wirelength, routed ........................ around 1900 um
  Length of the first detailed-routing pass in iterations ........................ 2
  Total inserted antenna cells ........................ 0
  Number of nets with antenna violations after detailed routing ........................ 0
  Final routed DRC violation total ........................ 0
  Iteration-0 DRC count of the detailed router ........................ 4
  Via-to-Cell Ratio ........................ about 3.5

[Job]
  Max-capacitance violation count ........................ 0
  Count of warning messages emitted by the tools ........................ 34

[Synth]
  Warnings from Yosys ........................ 0
  Post-synthesis instance area ........................ 790.8 um^2
  Syn_area_per_cell ........................ around 8.8 um^2
  # Cells Yosys ........................ 90
  Chip area line of the yosys report ........................ 790.8 um^2
  Distinct lib cells used ........................ 12
  Sequential cell area fraction in the yosys report ........................ 0%
  Number of instances in the synthesized netlist ........................ 90

[GRT]
  All-Layer GR Usage ........................ 5.539%
  Number of antenna violations at the first check in global routing ........................ 0
  Maximum number of pins on one net before global-route repair ........................ 6
  Via count of the first global-routing pass ........................ between 600 and 700
  GRT Residual Overflow ........................ 0
  First-pass GRT wire length ........................ 3270 um

[Critical path]
  Critical path launch point type ........................ input pin
  Type of the setup path with the least slack ........................ in -> out
  CP Max Fanout ........................ 5
  CP bufs+invs ........................ 12
  WP data arrival ........................ around 11 ns
  Worst path required time ........................ 16.16 ns
  Critical path's slowest cell ........................ sky130_fd_sc_hd__fa_1
  Cell mode on critical path ........................ sky130_fd_sc_hd__fa_1
  Critical Path End Type ........................ output port
  Delay of the slowest cell on the worst path ........................ ~0.49 ns
  CP top delay family ........................ adder cells

[Finish]
  Clock buffers ........................ 0
  Design area ........................ 1261 um^2
  Layout sequential cell count ........................ 0
  P&R area growth vs syn ........................ 59.49%
  Total of fill cells in the finished design ........................ roughly 390
  Reg area ........................ 0 um^2
  Fraction of final layout cells sized beyond drive strength 1 ........................ less than 1%

[Place]
  PortBufs ........................ 53
  Placed instance area ........................ 1261 um^2
  Routability-driven placement congestion ratio ........................ approximately 0.8
  Final HPWL from detailed placement ........................ between 1500 and 2000 um

[STA]
  Period minus WS final ........................ between 10 and 15 ns
  Worst hold margin ........................ slightly above 9 ns
  Aggregate negative setup slack ........................ 0 ns
  Worst-margin pin slew ........................ about 0.25 ns
  Number of max-slew violations in the final report ........................ 0
  Final Hold Vio Count ........................ 0
  Achievable Freq ........................ ~67 MHz
  RSZ-0062 raised after global routing ........................ no
  Cycle use final ........................ 73.65%
  Worst max-slew margin expressed relative to the limit ........................ ~83%
  Final setup vio count ........................ 0

[Status]
  Status ........................ complete, no violations

[Power]
  Leakage component of the power ........................ about 0.61 nW
  Power per cell area ........................ just under 60 nW/um^2
  Largest vdd supply drop ........................ around 0.019 mV

[CTS]
  CTS-repair resized insts ........................ 0
  Number of setup buffers added after CTS ........................ 0
  Number of buffers added to fix hold violations after cts ........................ 0

[Worst hold path]
  Path type of the worst min-delay path ........................ in -> out

----------------------------------------------------
-- final timing paths --
kind / start / end / slack (ns) / depth (start not counted)
worst max-delay path: X[0] / Parity / 5.32 / 31
worst min-delay path: Y[12] / Z[12] / 9.19 / 5
-- cells by family after synthesis --
family | share of synthesized area [%]
buffers and inverters | 32.75
AND/OR/NAND/NOR | 4.114
multiplexers | 1.424
adder cells (fa/ha/maj) | 44.30
XOR/XNOR | 17.40
-- cells in the mapped netlist --
library cell	n	area [um^2]
sky130_fd_sc_hd__ha_1	4	50.05
sky130_fd_sc_hd__xnor3_1	3	67.56
sky130_fd_sc_hd__inv_1	37	138.9
sky130_fd_sc_hd__xor2_1	1	8.760
sky130_fd_sc_hd__nand4_1	2	12.51
sky130_fd_sc_hd__xnor2_1	7	61.31
sky130_fd_sc_hd__nor4_1	1	6.260
sky130_fd_sc_hd__fa_1	15	300.3
sky130_fd_sc_hd__nor3_1	2	10.01
sky130_fd_sc_hd__mux2_2	1	11.26
sky130_fd_sc_hd__nand2_1	1	3.750
sky130_fd_sc_hd__buf_4	16	120.1
-- cell usage in the layout (no fill, tap or decap) --
master and n:
sky130_fd_sc_hd__xnor3_1 3, sky130_fd_sc_hd__mux2_2 1, sky130_fd_sc_hd__inv_1 37, sky130_fd_sc_hd__nand4_1 2, sky130_fd_sc_hd__ha_1 4, sky130_fd_sc_hd__nor4_1 1
sky130_fd_sc_hd__clkdlybuf4s50_1 53, sky130_fd_sc_hd__xor2_1 1, sky130_fd_sc_hd__fa_1 15, sky130_fd_sc_hd__xnor2_1 7, sky130_fd_sc_hd__nor3_1 2, sky130_fd_sc_hd__nand2_1 1
-- final cells by class --
type / count / area (um^2) / area share (%)
Timing Repair Buffer: 53 / 530.5 / 42.06
Inverter: 37 / 138.9 / 11.01
Multi-Input combinational cell: 37 / 531.8 / 42.16
Tap cell: 48 / 60.06 / 4.762
-- report_power, final --
part / internal (W) / switching [W] / total, W
combinational: 0.0000523 / 0.0000207 / 0.0000730
clock: 0 / 0 / 0
sequential: 0 / 0 / 0
total: 0.0000523 / 0.0000207 / 0.0000730
-- through the flow --
stage           power [W]  instances  utilization, %  worst slack, ns
2_1_floorplan  0.00004355         90               -            6.619
6_report       0.00007298        175           33.69            5.322
3_3_place_gp   0.00007548        175           33.69            5.284
4_1_cts        0.00007599        175           33.69            5.212
3_5_place_dp   0.00007553        175           33.69            5.236
5_1_grt        0.00008111        175           33.69            4.984
-- routing by layer --
metal / up-vias / global-route usage, % / part of all wire [%]
met5: - / 0 / 0
met4: 0 / 0 / 0
met3: 0 / 3.248 / 15
met2: 33 / 8.450 / 44
met1: 275 / 7.035 / 41
li1: 310 / - / -
-- tightest hold or removal path: stages --
cell and delay, ns:
sky130_fd_sc_hd__clkdlybuf4s50_1 0.40, sky130_fd_sc_hd__inv_1 0.07, sky130_fd_sc_hd__fa_1 0.19, sky130_fd_sc_hd__inv_1 0.04
sky130_fd_sc_hd__clkdlybuf4s50_1 0.40
No activity file was given, so power comes from the tool's default toggle rates.
