==> ./config.mk <==
export PLATFORM = sky130hd
export DESIGN_NAME = mul_datapath
export DESIGN_NICKNAME = mul_datapath
export VERILOG_FILES = /design/flow/design.v
export SDC_FILE = /design/flow/constraint.sdc
export NUM_CORES = 4
export LEC_CHECK = 1
export CORE_AREA = 10 10 81 81
export DIE_AREA = 0 0 91 91
==> ./constraint.sdc <==
current_design mul_datapath

set clk_period 7.2
set clk_io_pct 0.2

create_clock -name clk0 -period $clk_period [get_ports {clk}]

set non_clock_inputs [all_inputs -no_clocks]
set_input_delay [expr $clk_period * $clk_io_pct] -clock clk0 $non_clock_inputs
set_output_delay [expr $clk_period * $clk_io_pct] -clock clk0 [all_outputs]
==> ./design.v <==
module ADD (out,in1,in2);
	input [15:0] in1,in2;
	output reg [15:0] out;
	always @ (*)
	 out = in1 + in2;
endmodule
module CNTR (dout,din,ld,dec,clk);
	input ld,dec,clk;
	input [15:0] din;
	output reg [15:0] dout;
	always @ (posedge clk)
		if (ld) dout <= din;
		else if (dec) dout <= dout - 1;
endmodule
module PIPO1 (dout,din,ld,clk);
	input ld,clk;
	input [15:0] din;
	output reg [15:0] dout;
	always @ (posedge clk)
		if (ld) dout <= din;
endmodule
module PIPO2 (dout,din,ld,clr,clk);
	input ld,clr,clk;
	input [15:0] din;
	output reg [15:0] dout;
	always @ (posedge clk)
		if (clr) dout <= 16'b0;
		else if (ld) dout <= din;
endmodule
module mul_datapath(LdA,LdB,LdP,clrP,decB,eqz,data_in,clk);
	input LdA,LdB,LdP,clrP,decB,clk;
	input [15:0] data_in;
	output eqz;
	wire [15:0] X,Y,Z,B_out,Bus;
	PIPO1 A (X,data_in,LdA,clk);
	PIPO2 P (Y,Z,LdP,clrP,clk);
	CNTR B (B_out,data_in,LdB,decB,clk);
	ADD AD (Z,X,Y);
	assign eqz = ~|B_out;
endmodule
==> ./run.sh <==
#!/bin/bash
# OpenROAD 26Q1-2900-gdf79404cd8, Yosys 0.63+post, stock flow scripts
make -C /OpenROAD-flow-scripts/flow DESIGN_CONFIG=/design/flow/config.mk WORK_HOME=/design/flow/orfs finish
==> results.sh <==
# yosys + openroad results
export IMPL_wl_mm=1.996
export IMPL_coreArea_sq_um=4817
export IMPL_ys_warn_count=4
export IMPL_die_h_um=91
export IMPL_required_ns=5.76
export IMPL_diodes=0
export IMPL_synth_flops=16
export IMPL_rsz0062_at_grt="no"
export IMPL_vdd_ir_drop_worst_v=0.0001139
export IMPL_grt_max_degree=34
export IMPL_die_x_um=91
export IMPL_track_usage=0.04939
export IMPL_avgSynthCellArea_sq_um=10.06
export IMPL_grt_pass1_wl_mm=3.360
export IMPL_slew_viol_final=0
export IMPL_xor_area_frac=0.1111
export IMPL_clock_latency_ns=0.24
export IMPL_hold_buffers=0
export IMPL_post_dp_hpwl_mm=1.456
export IMPL_logic_family="simple AND/OR/NAND/NOR gates"
export IMPL_p_int_mw=0.1763
export IMPL_aoi_share=0.08862
export IMPL_overflow=0
export IMPL_yosys_area_sq_um=945.9
export IMPL_simple_gate_area_frac=0.2381
export IMPL_drive_above_1_share=0.08772
export IMPL_path_clk_slew_ns=0.06
export IMPL_finClkSkew_ns=0.003880
export IMPL_cts_setup_buffers=0
export IMPL_pwr_density_cell_nw_per_um2=184.5
export IMPL_max_clock_freq_mhz=256.4
export IMPL_cts_inserted_buffers=3
export IMPL_synthesis_area_sq_um=945.9
export IMPL_finalCriticalPeriod_ns=3.901
export IMPL_share_comb_of_total_power=0.172
export IMPL_drt_iter0_markers=27
export IMPL_crit_path_max_fanout=6
export IMPL_netlist_area_leader_share=0.5079
export IMPL_power_switching_share=0.2417
export IMPL_fin_setup_tns_ns=0
export IMPL_crit_path_end_kind="primary output"
export IMPL_place_area_sq_um=1219
export IMPL_num_vias=711
export IMPL_cts_root_buf="clkbuf_8"
export IMPL_ys_seq_frac=0.5079
export IMPL_cts_sinks=16
export IMPL_largest_area_cell="edfxtp_1"
export IMPL_hold_path_class="reg2reg"
export IMPL_grt_pass1_vias=743
export IMPL_vias_per_cell=3.928
export IMPL_p_switching_mw=0.05618
export IMPL_clockBufferDepth=2
export IMPL_worstPathArrival_ns=2.46
export IMPL_initCoreUtil=0.1964
export IMPL_yosys_cell_types_count=26
export IMPL_p_leak_nw=0.4076
export IMPL_io_buffers=19
export IMPL_globalplace_congestion=0.7989
export IMPL_ys_cells=94
export IMPL_finalPower_mw=0.2325
export IMPL_dieArea_sq_um=8281
export IMPL_adder_share=0.01323
export IMPL_worst_setup_path_type="reg2out"
export IMPL_fillers=527
export IMPL_io_pins=23
export IMPL_status="finished, final reports clean"
export IMPL_biggestRegsByFlops="B.dout: 16 flops"
export IMPL_maxCapViolCount=0
export IMPL_regMostFlops="B.dout"
export IMPL_drc=0
export IMPL_final_cell_area_sq_um=1260
export IMPL_firstDrtPassIters=4
export IMPL_clkPwrFrac=0.281
export IMPL_synth_area_top_cells="edfxtp_1 51%, o21ai_0 7.4%, xnor2_1 7.4%"
export IMPL_cts_resized=0
export IMPL_seq_power_share=0.548
export IMPL_slowest_delay_ns=0.55
export IMPL_ys_sh_mux=0.01190
export IMPL_worst_slew_pin_slew_ns=0.4436
export IMPL_syn_inst=94
export IMPL_warnings=28
export IMPL_ant_nets=0
export IMPL_largest_register_ffs=16
export IMPL_wl_per_cell_um=11.03
export IMPL_antenna_found_initial=0
export IMPL_finalHoldViolCount=0
export IMPL_relSlewSlack=0.7020
export IMPL_cts_tree="done"
export IMPL_worst_path_max_delay_cell="or3b_2"
export IMPL_final_setup_viol_count=0
export IMPL_core_rowCount=25
export IMPL_finalClockPeriodUsage=0.5418
export IMPL_areaGrowthSynthToFinish_pct=33.20
export IMPL_crit_path_start_kind="flop"
export IMPL_cp_cell_sequence="inv_1 -> ha_1 -> or3b_2 -> nor4_2 -> and2_1 -> clkdlybuf4s50_1"
export IMPL_cts_max_level=1
-- through the flow --
stage	worst slack (ns)	utilization	hold WS, ns	cells
after floorplan	4.128	-	0.5991	94
after global placement	3.550	0.2530	0.6386	178
after detailed placement	3.547	0.2530	0.6507	178
after CTS	3.260	0.2616	0.6629	181
after global routing	3.111	0.2616	0.7183	181
final	3.299	0.2616	0.6499	181
-- routing by layer --
metal / part of all wire / global-route usage / routed length, um
met3: 0.070 / 0.02158 / 139
met4: 0 / 0.002611 / 0
met2: 0.39 / 0.07279 / 782
met5: 0 / 0 / 0
met1: 0.54 / 0.06945 / 1073
-- cell families (layout without fill, tap and decap cells) --
group | count (synthesis) | count (layout)
simple gates | 41 | 41
compound gates | 16 | 16
flops | 16 | 16
xor+xnor | 12 | 12
buf+inv | 7 | 27
fa+ha+maj | 1 | 1
mux | 1 | 1
-- power by group through the flow --
stage | Clock [mW] | Sequential, mW | Combinational (mW)
4_1_cts | 0.0691 | 0.127 | 0.0407
5_1_grt | 0.0751 | 0.129 | 0.0455
6_report | 0.0653 | 0.127 | 0.0399
-- cell usage in the layout, fill, tap and decap left out, types with 2 or more instances in the layout --
master / n
buf_4: 2
xnor2_1: 8
o21ai_0: 14
xor2_1: 4
inv_1: 3
or3_1: 3
nand3_1: 3
nand2_1: 15
clkdlybuf4s50_1: 19
nor2b_1: 2
clkbuf_8: 3
edfxtp_1: 16
nor4_1: 5
nor3_1: 4
-- critical path: cells and delay by family (launching register included) --
| kind | cells | cell delay, ns |
|---|---|---|
| flip-flops | 1 | 0.43 |
| buffers and inverters | 2 | 0.54 |
| adder cells (fa/ha/maj) | 1 | 0.17 |
| AND/OR/NAND/NOR | 3 | 1.08 |
-- Yosys cell counts --
master     n
xnor2_1    8
nor4b_1    1
o31a_1     1
inv_1      3
nor4_1     5
or4_1      1
a21oi_1    1
nor4_2     1
or3b_2     1
and2_1     1
buf_2      1
mux2_2     1
nand3_1    3
or4_4      1
or3_1      3
o21ai_0   14
nor3_1     4
nand4_1    1
nor2b_1    2
nor2_1     1
nand2_1   15
edfxtp_1  16
ha_1       1
or2_2      1
clkbuf_1   3
xor2_1     4
-- worst paths after layout --
kind | from | to | slack (ns) | cells after the start
setup / recovery | B.dout[0]$_DFFE_PP_ | eqz | 3.30 | 6
hold / removal | B.dout[0]$_DFFE_PP_ | B.dout[0]$_DFFE_PP_ | 0.65 | 1
setup reg to reg | B.dout[0]$_DFFE_PP_ | B.dout[14]$_DFFE_PP_ | 5.07 | 6
hold reg to reg | B.dout[0]$_DFFE_PP_ | B.dout[0]$_DFFE_PP_ | 0.65 | 1
-- final cells by class --
| type | count | area [sq um] | share of cell area |
|---|---|---|---|
| Clock buffer | 3 | 41.29 | 0.03277 |
| Inverter | 3 | 11.26 | 0.008937 |
| Multi-Input combinational cell | 71 | 437.9 | 0.3476 |
| Sequential cell | 16 | 480.5 | 0.3813 |
| Tap cell | 67 | 83.83 | 0.06653 |
| Timing Repair Buffer | 21 | 205.2 | 0.1629 |
No activity file was given, so power comes from the tool's default toggle rates.
