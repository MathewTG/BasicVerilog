**flow/run.sh**
```bash
#!/bin/bash
# OpenROAD 26Q1-2900-gdf79404cd8, Yosys 0.63+post, stock flow scripts
make -C /OpenROAD-flow-scripts/flow DESIGN_CONFIG=/design/flow/config.mk WORK_HOME=/design/flow/orfs finish
```
**flow/config.mk**
```make
export PLATFORM = sky130hd
export DESIGN_NAME = ripplecarryadderN_generate
export DESIGN_NICKNAME = ripplecarryadderN_generate
export VERILOG_FILES = /design/flow/design.v
export SDC_FILE = /design/flow/constraint.sdc
export NUM_CORES = 4
export LEC_CHECK = 1
export CORE_AREA = 10 10 70 70
export DIE_AREA = 0 0 80 80
```
**flow/constraint.sdc**
```tcl
current_design ripplecarryadderN_generate

set clk_period 10.2
set clk_io_pct 0.2

create_clock -name clk0 -period $clk_period

set non_clock_inputs [all_inputs -no_clocks]
set_input_delay [expr $clk_period * $clk_io_pct] -clock clk0 $non_clock_inputs
set_output_delay [expr $clk_period * $clk_io_pct] -clock clk0 [all_outputs]
```
**flow/design.v**
```verilog
module fa_struc (s,cout,a,b,c);
input a,b,c;
output s,cout;
wire s1,c1,c2;
xor G1 (s1,a,b), G2 (s,s1,c), G3 (cout,c2,c1);
and G4 (c1,a,b), G5 (c2,s1,c);
endmodule
module ripplecarryadderN_generate(sum,cout,a,b,cin);
parameter N = 8;
input [N-1:0]a,b;
input cin;
output [N-1:0]sum;
output cout;
wire [N:0]carry;  
assign carry[0] = cin;
assign cout = carry[N];
genvar i;
generate for (i=0;i<N;i=i+1)
 begin : fa_loop
  fa_struc FA (sum[i],carry[i+1],a[i],b[i],carry[i]);
 end
endgenerate
endmodule
```
==> impl_metrics.yaml <==
# yosys + openroad results
status:
  status: "finished clean"
global_route:
  grt_max_degree: 2
  grt_pass1_wl_um: 1048
  grtUsageTotal: 0.02075
  antenna_found_initial: 0
  grt-ovfl-total: 0
  grt_pass1_vias: 233
floorplanning:
  placementRows: 21
  ios: 26
  die_area_sq_um: 6400
  die-width_um: 80
  core_sq_um: 3416
  die_h_um: 80
  initial_core_util: 0.06996
critical_path:
  arrival_ns: 6.21
  cpPeakStageDelay_ns: 0.46
  cp-start-kind: "input pin"
  cp_num_cells: 12
  endpoint_kind: "output pin"
  crit_chain: "clkdlybuf4s50_1 -> fa_1 -> fa_1 -> fa_1 -> fa_1 -> fa_1 -> fa_1 -> fa_1 -> inv_1 -> fa_1 -> inv_1 -> clkdlybuf4s50_1"
  crit_top_cell: "fa_1"
  crit_required_ns: 8.16
  critical_path.slowest_cell: "clkdlybuf4s50_1"
  crit_family: "adder cells"
  path_class: "in2out"
  worstPathMaxFanout: 1
  crit_buf_inv: 4
timing:
  hold_violations: 0
  relSlewSlack: 0.9340
  worst-slew-pin-transition_ns: 0.09876
  finalMaxSlewViolations: 0
  finalSetupViolCount: 0
  max_freq_ghz: 0.1211
  setup_slack_ns: 1.945
  finalCritPeriodShare: 0.8093
  finalSetupTns_ns: 0
  period_needed_ns: 8.255
  rsz0062_at_grt: "no"
finish:
  drive_gt1_frac: 0
  ff_count: 0
  synthToLayoutAreaGrowth_pct: 107.9
  seqCellArea_sq_um: 0
  design_area_sq_um: 496.7
  clock_buffers: 0
  logic_area_sq_um: 160.2
  nFillCells: 392
detailed_routing:
  post_drt_wl_per_cell_um: 8.553
  wl_um: 727
  drtIter0Drc: 0
  drc: 0
  ant_nets: 0
  insertedDiodeCount: 0
  drtPass1Iterations: 1
  vias_per_cell: 2.353
  vias: 200
clock_tree:
  cts_setup_buffers: 0
  hold_buffers: 0
  cts_resized: 0
place:
  gp_congestion: 0.8395
  numPortBuffers: 26
  dpl.hpwl_um: 725.8
  dpl_cell_area_sq_um: 496.7
  place_ws_ns: 1.926
pwr:
  intPower_uw: 19.44
  swShare: 0.2642
  combPwrFrac: 1.000
  power.density_nw_per_um2: 53.19
  seq_power_share: 0
  clock_power_share: 0
  leakage_nw: 0.1868
  switchingPower_uw: 6.981
  ir_drop_v: 0.00002110
run:
  tool_warnings: 32
  maxCapViolations: 0
synthesis:
  netlist_instances: 21
  top_area_frac: 0.6702
  yosys.stat.seqShare: 0
  netlist_area_sq_um: 239.0
  avgSynthCellArea_sq_um: 11.38
  ys_area_sq_um: 239.0
  ys_top_cells_by_area: "fa_1 67%, buf_4 25%, inv_1 7.9%"
  yosysUniqueCellTypes: 3
  yosys-top-cells-count: "8 x buf_4, 8 x fa_1, 5 x inv_1"
  synth_area_leader_cell: "fa_1"
  ys_cells: 21
  synth_warnings: 0
worst_hold_path:
  min_path_type: "in2out"
  hold_depth: 5
## cell usage in the layout, fill, tap and decap left out
master,count
clkdlybuf4s50_1,26
fa_1,8
inv_1,5
## through the flow
step	instances	total power, mW	hold slack (ns)	util
final	85	0.02642	5.136	0.1454
after global routing	85	0.02949	5.192	0.1454
after CTS	85	0.02687	5.149	0.1454
after detailed placement	85	0.02666	5.140	0.1454
after global placement	85	0.02673	5.143	0.1454
after floorplan	21	0.01242	4.294	-
## path summary, 6_finish.rpt
kind / start / end / slack, ns
max: a[0] / sum[7] / 1.95
min: b[7] / sum[7] / 5.14
## metal layers
layer,wire [um],vias to the layer above,share of wire,global-route usage
li1,-,86,-,-
met1,289,86,0.40,0.02575
met2,128,28,0.18,0.01846
met3,310,0,0.43,0.03182
met4,0,0,0,0
met5,0,-,0,0
## power by group through the flow
stage / Sequential [mW] / Clock (mW) / Combinational [mW]
6_report: 0 / 0 / 0.0264
5_1_grt: 0 / 0 / 0.0295
4_1_cts: 0 / 0 / 0.0269
## tightest hold or removal path, delay by kind of cell
kind / cells / cell delay (ns)
adders and majority gates: 1 / 0.15
buffers and inverters: 4 / 0.91
## logic make-up (layout without fill, tap and decap cells)
family | Yosys count | count (layout) | synth area share
buf+inv | 13 | 31 | 0.3299
fa+ha+maj | 8 | 8 | 0.6701
## cell type report
type / instances / share of cell area
multi-input combinational: 8 / 0.3224
inverter: 5 / 0.03778
timing repair buffer: 26 / 0.5239
tap: 46 / 0.1159
Power is estimated from default activity; no workload was simulated.
